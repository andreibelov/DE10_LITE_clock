<file path="design/flow/config.mk">
export PLATFORM = sky130hd
export DESIGN_NAME = DE10_LITE_clock
export DESIGN_NICKNAME = DE10_LITE_clock
export VERILOG_FILES = /design/flow/design.v
export SDC_FILE = /design/flow/constraint.sdc
export NUM_CORES = 4
export LEC_CHECK = 1
export CORE_UTILIZATION = 50
</file>
<file path="design/flow/constraint.sdc">
current_design DE10_LITE_clock

set clk_period 10.5
set clk_io_pct 0.2

create_clock -name clk0 -period $clk_period [get_ports {MAX10_CLK2_50}]

set non_clock_inputs [all_inputs -no_clocks]
set_input_delay [expr $clk_period * $clk_io_pct] -clock clk0 $non_clock_inputs
set_output_delay [expr $clk_period * $clk_io_pct] -clock clk0 [all_outputs]
</file>
<file path="design/flow/design.v">
`timescale 1ns / 1ps
module DE10_LITE_clock(
	input 		          		ADC_CLK_10,
	input 		          		MAX10_CLK1_50,
	input 		          		MAX10_CLK2_50,
	output		     [7:0]		HEX0,
	output		     [7:0]		HEX1,
	output		     [7:0]		HEX2,
	output		     [7:0]		HEX3,
	output		     [7:0]		HEX4,
	output		     [7:0]		HEX5,
	input 		     [1:0]		KEY,
	output		     [9:0]		LEDR,
	input 		     [9:0]		SW
);
wire [3:0] minLeft,minRight;
wire [3:0] secLeft,secRight;
wire [3:0] hourLeft,hourRight;
wire [5:0] second,minute,hour;
wire newDay;
	split_output sec(second,secLeft,secRight);
	split_output min(minute,minLeft,minRight);
	split_output hr(hour,hourLeft,hourRight);
	Clock timer(MAX10_CLK2_50,second,minute,hour,newDay);
	SEG7_LUT	u0	(	HEX0,secRight,1 );
	SEG7_LUT	u1	(	HEX1,secLeft,1 );
	SEG7_LUT	u2	(	HEX2,minRight,0 );
	SEG7_LUT	u3	(	HEX3,minLeft,1 );
	SEG7_LUT	u4	(	HEX4,hourRight,0 );
	SEG7_LUT	u5	(	HEX5,hourLeft,1 );
endmodule
`timescale 1ns / 1ps
module split_output(
    input [5:0] total,
    output reg [3:0] left, right
  );
	always @* begin
		if (total < 8'd10) begin
		  left  = 4'b0000;
		  right = total[3:0];
		end
		else if (total < 8'd20) begin
		  left  = 4'b0001;
		  right = total-10;
		end
		else if (total < 8'd30) begin
		  left  = 4'b0010;
		  right = total-20;
		end
		else if (total < 8'd40) begin
		  left  = 4'b0011;
		  right = total-30;
		end
		else if (total < 8'd50) begin
		  left  = 4'b0100;
		  right = total-40;
		end
		else if (total < 8'd60) begin
		  left  = 4'b0101;
		  right = total-50;
		end
		else begin  
			left  = 4'b0110;
			right = 4'b0000; 
		end
	end
endmodule
module SEG7_LUT	( oSEG,iDIG,iDOT );
input	[3:0]	iDIG;
input	iDOT;
output	[7:0]	oSEG;
reg		[7:0]	oSEG;
always @(iDIG, iDOT)
begin
		case(iDIG)
		4'h1: oSEG = { iDOT, 7'b1111001 };	 
		4'h2: oSEG = { iDOT, 7'b0100100 }; 	 
		4'h3: oSEG = { iDOT, 7'b0110000 }; 	 
		4'h4: oSEG = { iDOT, 7'b0011001 }; 	 
		4'h5: oSEG = { iDOT, 7'b0010010 }; 	 
		4'h6: oSEG = { iDOT, 7'b0000010 }; 	 
		4'h7: oSEG = { iDOT, 7'b1111000 }; 	 
		4'h8: oSEG = { iDOT, 7'b0000000 }; 	 
		4'h9: oSEG = { iDOT, 7'b0011000 }; 	 
		4'ha: oSEG = { iDOT, 7'b0001000 };
		4'hb: oSEG = { iDOT, 7'b0000011 };
		4'hc: oSEG = { iDOT, 7'b1000110 };
		4'hd: oSEG = { iDOT, 7'b0100001 };
		4'he: oSEG = { iDOT, 7'b0000110 };
		4'hf: oSEG = { iDOT, 7'b0001110 };
		4'h0: oSEG = { iDOT, 7'b1000000 };
		endcase
end
endmodule
`timescale 1ns / 1ps
module Clock(
    input clk,
    output reg [5:0] second,minute,hour,
    output reg newDay 
  );
	reg [25:0] cnt_clk = 0;
	reg [25:0] next_cnt_clk = 0;
	reg [5:0] next_second = 0;
	reg [5:0] next_minute = 0;
	reg [5:0] next_hour = 0;
	initial begin
		second <= 6'd0;
		minute <= 6'd13;
		hour <= 6'd8;
	end
	always @(posedge clk) begin
	 cnt_clk <= next_cnt_clk;
	 second <= next_second;
	 minute <= next_minute;
	 hour <= next_hour;
	end
	always @* begin
		next_cnt_clk = cnt_clk + 1;
		next_second = second;
		next_minute = minute;
		next_hour = hour;
      if (next_cnt_clk == 26'd50000000) begin
        next_cnt_clk = 26'd0;
        next_second = second + 1;
      end
      if (next_second == 6'd60) begin
        next_second = 6'd0;
        next_minute = minute + 1;
      end
      if (next_minute == 6'd60) begin
        next_minute = 6'd0;
        next_hour = hour + 1;
      end
      if (next_hour == 6'd24) begin
        next_hour = 6'd0;
        newDay = 1;
      end
	 end
endmodule
</file>
<file path="design/flow/run.sh">
#!/bin/bash
# OpenROAD 26Q1-2900-gdf79404cd8, Yosys 0.63+post, stock flow scripts
make -C /OpenROAD-flow-scripts/flow DESIGN_CONFIG=/design/flow/config.mk WORK_HOME=/design/flow/orfs finish
</file>
==> metrics.yaml <==
viasPerCell: 5.511
first_iter_violations: 128
clk_root_buffer_cell: "clkbuf_8"
finalCritPeriodShare_pct: 59.88
critical_path_class: "flop to primary output"
synth_area_mm2: 0.004120
slew-limit-headroom_pct: 46.84
ys_chip_area_mm2: 0.004120
die_h_um: 92.78
ios: 73
wl_met3_um: 288
yosys_most_used_dff: "dfxtp_1"
nFillCells: 759
async_flop_share_pct: 0
post_dp_cell_area_mm2: 0.004534
cts-htree-levels: 2
placementRows: 32
arrival_ns: 4.19
overflow: 0
chipWidth_um: 92.78
cts.path.max_buffers: 2
diodes: 0
cp_max_fo: 10
area_leaders: "dfxtp_1 21%, xnor2_1 7.7%, ha_1 6.4%"
wl_per_cell_um: 12.21
p_leak_nw: 1.540
dr_total_vias: 3819
layout_top_cells: "66 x nor2_1, 58 x nand2_1, 44 x dfxtp_1"
core_area_mm2: 0.007848
finalClockSkew_ns: 0.01042
grt_max_degree: 16
yosysTopAreaCell: "dfxtp_1"
synth_cell_types: 68
top_cell_area_share_pct: 21.38
fin_ws_ns: 4.212
cts_num_sinks: 44
met1_length_mm: 4.405
fin_area_mm2: 0.004642
die_area_mm2: 0.008607
period_minus_slack_ns: 6.288
fmax_ghz: 0.1590
tool_warnings: 52
edf_count: 0
max-vdd-ir-drop_uv: 56.56
ys_ff: 44
cts_resized: 0
hold_viol: 0
lay_top_count: "nor2_1"
clock_latency_ns: 0.29
top_layer: "met4"
startpoint_type: "flop"
postCtsSetupBuffers: 0
gp_congestion: 0.8623
drtPass1Iterations: 4
hp-class: "flop to flop"
drive_gt1_share_pct: 5.753
yosys_warnings: 19
wl_met2_mm: 3.740
antenna_found_initial: 0
cap_violations: 0
cts_hold_buf: 0
fp_util_pct: 52.50
path_clk_slew_ns: 0.08
area.growth.synth_to_final_pct: 12.66
tightest_slew_ns: 0.7974
synth_cells: 564
preCtsSetupSlack_ns: 4.536
setup_tns_ns: 0
holdWs_ns: 0.5161
hpwl_mm: 6.117
first_global_vias: 3149
numPortBuffers: 42
rsz0062_at_grt: "false"
finalSetupViolations: 0
wl_mm: 8.463
cts_buffers: 5
status: "completed"
p_per_area_mw_per_mm2: 63.15
yosys_cells: 564
grt_pass1_wl_mm: 14.07
ant_nets: 0
drv_slew: 0
tritoncts: "built"
track_usage_pct: 19.62
avgSynthCellArea_um2: 7.305
ys_seq_share_pct: 21.38
crit_required_ns: 8.40
drc_errors: 0
cp-end-kind: "primary output"
flip-flops by register name, summed over array words and instances, names as in the netlist:
register and flops:
timer.cnt_clk 26, timer.hour 6, timer.second 6, timer.minute 6
final cells by class:
type	count	area (µm²)	area share (%)
multi-input combinational	468	2970	63.99
sequential	44	880.8	18.98
timing repair buffer	49	473.0	10.19
tap	102	127.6	2.749
inverter	22	82.58	1.779
clock buffer	6	72.57	1.563
clock inverter	2	35.03	0.7547
synth_stat cells (3+ instances only):
cell and count:
nand3_2 3, a31oi_1 3, and3_1 9, xor2_1 17, nor4_1 5, o31ai_1 4, nand4_1 12, o2bb2ai_1 5
clkbuf_1 20, o32ai_1 3, a21o_1 3, nor2b_1 8, xnor2_1 36, o22ai_1 9, nor3b_1 3, nand2_1 58
dfxtp_1 44, nand3_1 28, mux2_2 7, o21a_1 5, a21oi_1 33, o21ai_1 3, a21boi_0 3, nor2_1 66
buf_2 6, nor4_4 3, or4_1 3, o221ai_1 3, nand2b_1 7, a211o_1 3, inv_1 22, ha_1 21
and2_1 5, buf_4 16, mux2i_1 4, o21ai_0 32, nor3_1 12
per-stage QoR:
| stage | std cells | util (%) | power (mW) |
|---|---|---|---|
| 3_5_place_dp | 685 | 57.78 | 0.1708 |
| 4_1_cts | 693 | 59.15 | 0.2970 |
| 6_report | 693 | 59.15 | 0.2931 |
| 2_1_floorplan | 578 | - | 0.1748 |
| 3_3_place_gp | 685 | 57.78 | 0.1709 |
| 5_1_grt | 693 | 59.15 | 0.3056 |
critical path: stages, from the launching register on:
cell	delay, ns
dfxtp_1	0.53
inv_1	0.17
ha_1	0.23
nor2b_1	0.16
or2_0	0.31
or4_1	0.42
o211ai_1	0.10
o21ai_0	0.10
mux2_2	0.27
o221ai_1	0.62
nor2_1	0.20
a211oi_1	0.28
a21oi_1	0.07
clkdlybuf4s50_1	0.44
report_power, final:
part	switching, mW	internal (mW)
sequential	0	0.167
combinational	0.000140	0
clock	0.0557	0.0706
logic make-up (layout without fill, tap and decap cells):
family / count (synthesis) / in the layout / share of synthesized area [%]
other: 2 / 16 / 0.1823
XOR/XNOR: 53 / 53 / 11.27
buffers and inverters: 66 / 79 / 7.835
adder cells (fa/ha/maj): 22 / 22 / 6.620
flip-flops: 44 / 44 / 21.38
multiplexers: 12 / 12 / 3.219
AND/OR/NAND/NOR: 235 / 235 / 29.18
AND-OR/OR-AND: 130 / 130 / 20.32
metal layers:
| metal | global-route usage, % | vias up |
|---|---|---|
| li1 | - | 2030 |
| met5 | 0 | - |
| met2 | 30.94 | 65 |
| met3 | 2.757 | 2 |
| met1 | 30.14 | 1722 |
| met4 | 1.410 | 0 |
final timing paths:
| path | start | endpoint | slack, ns | cells after the start |
|---|---|---|---|---|
| worst max-delay path | timer.hour[2] | HEX4[3] | 4.21 | 13 |
| worst min-delay path | timer.cnt_clk[24] | timer.cnt_clk[24] | 0.52 | 1 |
| worst max register to register | timer.cnt_clk[0] | timer.hour[4] | 6.22 | 12 |
| worst min register to register | timer.cnt_clk[24] | timer.cnt_clk[24] | 0.52 | 1 |
Power is estimated from default activity; no workload was simulated.
